==> /design/flow/constraint.sdc <==
current_design matrix_multiply_3x3_pipelined

set clk_period 10.4
set clk_io_pct 0.2

create_clock -name clk0 -period $clk_period [get_ports {clk}]

set non_clock_inputs [all_inputs -no_clocks]
set_input_delay [expr $clk_period * $clk_io_pct] -clock clk0 $non_clock_inputs
set_output_delay [expr $clk_period * $clk_io_pct] -clock clk0 [all_outputs]
==> /design/flow/config.mk <==
export PLATFORM = sky130hd
export DESIGN_NAME = matrix_multiply_3x3_pipelined
export DESIGN_NICKNAME = matrix_multiply_3x3_pipelined
export VERILOG_FILES = /design/flow/design.v
export SDC_FILE = /design/flow/constraint.sdc
export NUM_CORES = 4
export LEC_CHECK = 1
export CORE_UTILIZATION = 50
==> /design/flow/design.v <==
`timescale 1ns / 1ps
module matrix_multiply_3x3_pipelined(
    input wire clk,
    input wire reset,
    input wire start,
    input wire [71:0] A,   
    input wire [71:0] B,   
    output reg [143:0] C,  
    output reg done
);
    localparam IDLE = 2'b00;
    localparam MULTIPLY = 2'b01;
    localparam ACCUMULATE = 2'b10;
    reg [1:0] state;
    reg [3:0] i, j, k;
    reg [15:0] temp_sum;
    wire [7:0] A_matrix [8:0];
    wire [7:0] B_matrix [8:0];
    reg [15:0] mult_result;
    generate
        genvar idx;
        for (idx = 0; idx < 9; idx = idx + 1) begin : matrix_unpack
            assign A_matrix[idx] = A[8*idx +: 8];
            assign B_matrix[idx] = B[8*idx +: 8];
        end
    endgenerate
    always @(posedge clk or posedge reset) begin
        if (reset) begin
            state <= IDLE;
            i <= 0;
            j <= 0;
            k <= 0;
            temp_sum <= 0;
            done <= 0;
            C <= 0;
            mult_result <= 0;
        end
        else begin
            case (state)
                IDLE: begin
                    if (start) begin
                        state <= MULTIPLY;
                        i <= 0;
                        j <= 0;
                        k <= 0;
                        temp_sum <= 0;
                        done <= 0;
                    end
                end
                MULTIPLY: begin
                    mult_result <= A_matrix[i*3 + k] * B_matrix[k*3 + j];
                    state <= ACCUMULATE;
                end
                ACCUMULATE: begin
                    if (k == 0)
                        temp_sum <= mult_result;
                    else
                        temp_sum <= temp_sum + mult_result;
                    if (k == 2) begin
                        C[16*(i*3 + j) +: 16] <= temp_sum + mult_result;
                        if (i == 2 && j == 2) begin
                            state <= IDLE;
                            done <= 1;
                        end
                        else if (j == 2) begin
                            j <= 0;
                            i <= i + 1;
                            k <= 0;
                            state <= MULTIPLY;
                        end
                        else begin
                            j <= j + 1;
                            k <= 0;
                            state <= MULTIPLY;
                        end
                    end
                    else begin
                        k <= k + 1;
                        state <= MULTIPLY;
                    end
                end
            endcase
        end
    end
endmodule
==> /design/flow/run.sh <==
#!/bin/bash
# OpenROAD 26Q1-2900-gdf79404cd8, Yosys 0.63+post, stock flow scripts
make -C /OpenROAD-flow-scripts/flow DESIGN_CONFIG=/design/flow/config.mk WORK_HOME=/design/flow/orfs finish
==> out/results.ini <==
[yosys]
yosys-top-cells-area=dfrtp_1 38%, mux2_2 11%, ha_1 7.5%
synthDistinctLibCells=68
top_cell=dfrtp_1
ff_type=dfrtp_1
netlist_instances=1131
synthTopCellsByCount=191 x dfrtp_1, 126 x mux2_2, 100 x nand2_1, 87 x inv_1, 75 x ha_1
ys_cells=1131
synth_flops=192
netlist_area_sq_mm=0.0125
syn_avg_cell_area_sq_um=11.0
yosys_warnings=1
yosys.area.top_type=dfrtp_1
synth-seq-area-share_pct=38.5
edf_count=0
ys_area_sq_mm=0.0125
top_cell_area_share_pct=38.3
synthArstFlopShare_pct=100

[worst_hold_path]
min_path_cells=2
holdCritPathClass=flip-flop to flip-flop
whs_endpoint=temp_sum[10]
hp-start=temp_sum[10]

[floorplanning]
core-area_sq_mm=0.0244
initCoreUtil_pct=51.1
rows=57
die_w_microns=160
ioPinCount=292
dieArea_sq_mm=0.0256
die_h_microns=160

[detailed_routing]
drc=0
drtPass1Iterations=5
drt_iter0_drc=602
routed_wirelength_microns=30900
antenna_left=0
wl_per_cell_microns=17.5
routed-via-count=9580
vias_per_cell=5.42
antenna_cells_inserted=0

[run]
max-cap-violations=0
warnings=35

[critical_path]
critical_path_class=flip-flop to flip-flop
crit_chain=inv_1, ha_1, fa_1, inv_1, nor2_1, nand2_1, xnor2_1, o221ai_1, buf_4, or3_1, fa_1, fa_1, inv_1, fa_1, fa_1, ha_1, o21ai_0, inv_1, and3_1, a22oi_1, a2111oi_0, or3_1, a31o_2
critPathMaxFanout=13
crit_buf_inv=5
crit_path_start_kind=flip-flop
crit_arrival_ps=8310
worst-endpoint-required_ps=10710
slowest_stage=fa_1
cp_top_family=adder cells
slowest_delay_ps=810
r2r-end=mult_result[14]
r2r-start=i[0]
cpMostUsedCell=fa_1
r2r_setup_slack_ps=2410
r2r_cells=23
end_kind=flip-flop

[sta]
relSlewSlack_pct=36.1
rsz0062_at_grt=false
finalCriticalPeriod_ps=7990
hold_violations=0
setup_viol=0
max_slew.worst_pin.slew_ps=952
tns_ps=0
clock-skew-final_ps=23.4
final_max_slew_viol_count=0
fmax_ghz=0.125
finalClockPeriodUsage_pct=76.8
worst_slack_ps=2410

[clocking]
cts_hold_buf=0
post_cts_resized=0
cts.sinks=192
cts_buffers=17
clock_path_buffers=2
cts_setup_buffers=0
path_clk_slew_ps=80
root_buffer=clkbuf_16
h-tree-depth=4
clkLatencyLatePin_ps=440
cts_tree=yes

[final_layout]
drive_above_1_share_pct=17.0
utilization_pct=67.5
fin_area_sq_mm=0.0165
area_growth_pct=32.1

[global_routing]
grt_usage_pct=26.0
grt_antenna_before_repair=0
grt_max_degree=113
gr-total-overflow=0
grt_pass1_vias=9410
grt_first_pass_wirelength_microns=50500

[place]
io_buffers=291
place_ws_ps=2450
placed_cell_area_sq_mm=0.0158
dp_hpwl_microns=24400
place_congestion=0.870

[run_status]
status=completed

==> final cells by class <==
type                    count  area, sq um
clock inverters            15          201
multi-input cells         815         7160
flip-flops and latches    192         4810
clock buffers              17          425
well taps                 324          405
inverters                  87          332
repair buffers            319         3140
fillers                  1866         7920
==> worst register-to-register path, cell delays in order (launching register included) <==
cell,delay (ps)
dfrtp_1,470
inv_1,70
ha_1,370
fa_1,810
inv_1,230
nor2_1,340
nand2_1,110
xnor2_1,630
o221ai_1,350
buf_4,250
or3_1,400
fa_1,520
fa_1,550
inv_1,50
fa_1,500
fa_1,490
ha_1,340
o21ai_0,170
inv_1,80
and3_1,180
a22oi_1,230
a2111oi_0,160
or3_1,330
a31o_2,230
==> flip-flops by register name, indices dropped and copies added (netlist names) <==
signal / count
i: 4
mult_result: 16
done: 1
C: 144
temp_sum: 16
k: 4
state: 3
j: 4
==> per-stage QoR <==
| step | std cells | hold slack, ps |
|---|---|---|
| after floorplan | 1131 | 436 |
| after global placement | 1737 | 470 |
| after detailed placement | 1737 | 480 |
| after CTS | 1769 | 497 |
| after global routing | 1769 | 516 |
| final | 1769 | 496 |
==> logic make-up after synthesis <==
logic type / Yosys count / synth area share, %
simple gates: 277 / 10.6
compound gates: 191 / 10.4
buf+inv: 124 / 4.01
fa+ha+maj: 118 / 14.4
mux: 192 / 19.2
flops: 192 / 38.5
xor+xnor: 37 / 2.77
==> layout by cell type, fill, tap and decap left out, types with 6 or more instances in the layout <==
master,instances
mux2_2,126
o211ai_1,6
a221oi_1,6
mux4_2,13
o22ai_1,12
clkdlybuf4s50_1,291
a211oi_1,8
fa_1,43
nand2_1,100
a21oi_1,40
dfrtp_1,191
o21a_1,6
o22a_1,6
xor2_1,8
inv_1,86
buf_4,27
and3_1,7
mux2_4,30
o21ai_0,50
xnor2_1,27
nor2_1,51
a31oi_1,8
nand4_1,7
nor2b_1,11
ha_1,75
a21o_1,14
nor3_1,22
and2_1,18
clkbuf_16,17
mux2i_1,23
nand2b_1,13
or3_1,8
nand3_1,23
==> metal layers <==
layer  part of all wire (%)  global-route usage, %
met5                      0                      0
met4                    1.1                   2.64
met3                    5.5                   5.29
met2                     48                   41.3
met1                     45                   40.2
==> worst max-delay path by stage <==
stage,from,end,slack (ps),depth (start not counted)
global route,i[0],mult_result[14],1850,23
finish,i[0],mult_result[14],2410,23
CTS,i[0],mult_result[14],2410,23
